File: design/flow/design.v
module registers (
    input [4:0] write_addr,
    input [4:0] read_addr,
    input write,
    input clk,
    input rstn,
    input [32-1:0] write_data,
    output [32-1:0] read_data
);
    reg [32-1:0] registers [0:31];
    reg [5:0] i;
    assign read_data = registers[read_addr];
    always @(posedge clk or negedge rstn) begin
        if (!rstn) begin
            for (i = 0; i < 32; i = i+1) begin
                registers[i[4:0]] <= 'b0;
            end
        end
        else begin
            if (write) begin
                if (write_addr != 0) begin
                    registers[write_addr] <= write_data;
                end
            end
        end
    end
endmodule
File: design/flow/run.sh
#!/bin/bash
# OpenROAD 26Q1-2900-gdf79404cd8, Yosys 0.63+post, stock flow scripts
make -C /OpenROAD-flow-scripts/flow DESIGN_CONFIG=/design/flow/config.mk WORK_HOME=/design/flow/orfs finish
File: design/flow/config.mk
export PLATFORM = sky130hd
export DESIGN_NAME = registers
export DESIGN_NICKNAME = registers
export VERILOG_FILES = /design/flow/design.v
export SDC_FILE = /design/flow/constraint.sdc
export NUM_CORES = 4
export LEC_CHECK = 1
export CORE_UTILIZATION = 50
export SYNTH_HDL_FRONTEND = slang
File: design/flow/constraint.sdc
current_design registers

set clk_period 5.1
set clk_io_pct 0.2

create_clock -name clk0 -period $clk_period [get_ports {clk}]

set non_clock_inputs [all_inputs -no_clocks]
set_input_delay [expr $clk_period * $clk_io_pct] -clock clk0 $non_clock_inputs
set_output_delay [expr $clk_period * $clk_io_pct] -clock clk0 [all_outputs]
==> impl_metrics.tcl <==
# collected from the flow reports
set metrics [dict create \
    status "completed" \
    worst_ep_arrival_time_ns 3.58 \
    grt_first_pass_wirelength_mm 195.5 \
    initial_core_util_pct 50.74 \
    die_height_um 307.9 \
    ys_async_sr_fraction_pct 100.0 \
    track_usage_pct 29.27 \
    clockRootBuffer "clkbuf_16" \
    hold_class "primary input to async pin" \
    num_io_pins 77 \
    max_cap_viol_count 0 \
    avgSynthCellArea_um2 13.59 \
    top_register "registers" \
    vias_per_cell 5.983 \
    finalClockSkew_ns 0 \
    setup_violations 0 \
    timing.final.crit_share_pct 90.10 \
    coreArea_mm2 0.09222 \
    ctsHoldBuffers 0 \
    synth_top_area_share_pct 54.76 \
    crit_fanout 62 \
    p_seq_share_pct 47.1 \
    pwr-share-clk_pct 38.1 \
    hold_viol 0 \
    grt_max_degree 114 \
    power_frac_comb_pct 14.8 \
    gp_congestion 0.8353 \
    worst_slew_pin_slew_ns 0.9353 \
    drv_slew 0 \
    ff_type "dfrtp_1" \
    cts_inserted_buffers 111 \
    p_leak_nw 24.89 \
    top_cell "dfrtp_1" \
    drt_wl_total_mm 126.8 \
    cp.required_ns 4.08 \
    syn_area_mm2 0.04679 \
    total_power_mw 21.99 \
    min_period_ns 4.595 \
    yosys_warnings 0 \
    max-slew-margin-rel_pct 37.50 \
    warnings 34 \
    first_pass_iters 5 \
    diodes 0 \
    cts_setup_buffers 0 \
    startpoint_type "primary input" \
    drc 0 \
    yosysTopAreaCell "dfrtp_1" \
    rsz0062_at_grt "no" \
    die_w_um 307.9 \
    critical_path_class "primary input to output port" \
    cts_resized 0 \
    layout-drive-gt1-share_pct 38.08 \
    edf_count 0 \
    synthDistinctLibCells 26 \
    synthTopCellsByArea "dfrtp_1, mux2_2, mux2i_1, a22oi_1, clkbuf_1" \
    reg2reg_slack_ns 4.31 \
    fillerInstances 7049 \
    clockBufferDepth 3 \
    h-tree-depth 3 \
    fmax_mhz 217.6 \
    vias 28461 \
    power.switching_mw 5.454 \
    syn_inst 3443 \
    setup_tns_ns 0 \
    top_regs "registers: 1024 flops" \
    clk_pin_slew_ns 0.06 \
    worstSkewPairLatency_ns 0.68 \
    drt-initial-drc-count 1467 \
    synth_seq_share_pct 54.76 \
    largest_reg_flops 1024 \
    synth_flops 1024 \
    fp-row-count 111 \
    cts_sinks 1024 \
    power-per-cell-area_mw_per_mm2 414.2 \
    io_buffers 76 \
    cts_tree "yes" \
    post_drt_wl_per_cell_um 26.66 \
    area_growth_pct 13.45 \
    cp-end-kind "output port" \
    yosys_area_mm2 0.04679 \
    swShare_pct 24.81 \
    common_cells "dfrtp_1, mux2_2, mux2i_1, clkbuf_1, buf_2" \
    antenna_left 0 \
    hpwl_mm 71.29 \
    ys_cells 3443 \
    antenna_found_initial 4 \
    overflow 0 \
    p_int_mw 16.53 \
    dieArea_mm2 0.09481 \
    ir_drop_v 0.0004164 \
    grt_pass1_vias 30230 \
]
[layout make-up]
class	count	area (um2)	area share [%]
clock buffer	162	3336	6.284
tap	1243	1555	2.930
clock inverter	47	549.3	1.035
multi-input combinational	2072	19720	37.16
sequential	1024	25620	48.27
timing repair buffer	209	2295	4.323
[kinds of logic (layout without fill, tap and decap cells)]
kind of cell / after synthesis / after routing / synth area share [%]
buf+inv: 347 / 418 / 3.449
flops: 1024 / 1024 / 54.76
mux: 1504 / 1504 / 34.83
simple gates: 280 / 280 / 2.768
compound gates: 288 / 288 / 4.193
[cells in the final DEF, fill, tap and decap left out, types with 4 or more instances in the layout]
| cell | count |
|---|---|
| clkinvlp_4 | 8 |
| a22oi_1 | 96 |
| clkbuf_8 | 26 |
| clkbuf_16 | 116 |
| clkdlybuf4s50_1 | 74 |
| nand2_1 | 97 |
| nand3_1 | 98 |
| a21oi_1 | 96 |
| a22o_1 | 64 |
| nor3b_1 | 4 |
| mux2i_1 | 512 |
| a31oi_1 | 32 |
| clkinv_2 | 25 |
| buf_12 | 42 |
| nand3b_1 | 4 |
| buf_4 | 91 |
| clkbuf_1 | 20 |
| nor2_4 | 17 |
| mux2_1 | 18 |
| bufinv_16 | 11 |
| mux2_2 | 974 |
| dfrtp_1 | 1024 |
| nor3_1 | 33 |
| nand2_2 | 16 |
[stage by stage]
step / hold slack (ns) / cells / utilization, % / worst slack, ns / area [um2]
after floorplan: 0.4284 / 3443 / - / 1.910 / 46790
after global placement: 0.3640 / 4548 / 53.35 / 0.5546 / 49200
after detailed placement: 0.3646 / 4548 / 53.35 / 0.5118 / 49200
after CTS: 0.3301 / 4757 / 57.56 / 0.4949 / 53080
after global routing: 0.3575 / 4757 / 57.56 / 0.3265 / 53080
final: 0.3296 / 4757 / 57.56 / 0.5049 / 53080
[layer usage]
layer	up-vias	GRT usage, %	share of wire (%)
met2	731	43.29	46
met3	179	8.128	7.2
met4	6	5.021	2.1
met1	15095	46.30	45
li1	12450	-	-
met5	-	0	0.033
[worst paths after layout]
check,cells past startpoint,end,startpoint
min reg2reg,0,registers[1020],registers[1020]
max reg2reg,1,registers[54],registers[54]
min in group clk0,0,registers[1020],registers[1020]
max in group asynchronous,3,registers[568],rstn
max,8,read_data[26],read_addr[0]
min,1,registers[900],rstn
[critical path, cell delays in order]
cell and delay, ns:
clkdlybuf4s50_1 0.63, nor2b_4 0.26, buf_12 0.38, a22o_1 0.20, nor3_1 0.05, a31oi_1 0.28, nand3_1 0.25, clkdlybuf4s50_1 0.48
[power by group through the flow]
stage	clock (mW)	combinational, mW	sequential, mW
5_1_grt	8.86	3.57	10.6
4_1_cts	8.53	3.29	10.4
6_report	8.37	3.25	10.4
Power figures rest on the tool's default switching activity, not on a simulated workload.
